$ cat run.sh
#!/bin/bash
# OpenROAD 26Q1-2900-gdf79404cd8, Yosys 0.63+post, stock flow scripts
make -C /OpenROAD-flow-scripts/flow DESIGN_CONFIG=/design/flow/config.mk WORK_HOME=/design/flow/orfs finish
$ cat config.mk
export PLATFORM = sky130hd
export DESIGN_NAME = Klingon_s
export DESIGN_NICKNAME = Klingon_s
export VERILOG_FILES = /design/flow/design.v
export SDC_FILE = /design/flow/constraint.sdc
export NUM_CORES = 4
export LEC_CHECK = 1
export CORE_AREA = 10 10 70 70
export DIE_AREA = 0 0 80 80
$ cat constraint.sdc
current_design Klingon_s

set clk_period 1.5
set clk_io_pct 0.2

create_clock -name clk0 -period $clk_period

set non_clock_inputs [all_inputs -no_clocks]
set_input_delay [expr $clk_period * $clk_io_pct] -clock clk0 $non_clock_inputs
set_output_delay [expr $clk_period * $clk_io_pct] -clock clk0 [all_outputs]
$ cat design.v
`timescale 1ns / 1ps
module Klingon_s(
    input [3:0] in,
    output [6:0] out
    );
	wire [3:0] N_in;
	not(N_in[0],in[0]);
	not(N_in[1],in[1]);
	not(N_in[2],in[2]);
	not(N_in[3],in[3]);
	wire[3:0] a;
	and(a[0], N_in[3], N_in[2], N_in[1], N_in[0]); and(a[1], N_in[3], N_in[2], N_in[1], in[0]);
	and(a[2], N_in[3], N_in[2], in[1], N_in[0]);	and(a[3], N_in[3], N_in[2], in[1], in[0]);
	or(out[0], a[0], a[1], a[2], a[3]);
	wire[4:0] b;
	and(b[0], N_in[3], N_in[2], N_in[1], N_in[0]);	and(b[1], N_in[3], in[2], N_in[1], N_in[0]);
	and(b[2], N_in[3], in[2], in[1], N_in[0]);	and(b[3], in[3], N_in[2], N_in[1], N_in[0]);
	and(b[4], in[3], N_in[2], N_in[1], in[0]);	or(out[1], b[0], b[1], b[2], b[3], b[4]);
	wire[4:0] c;
	and(c[0], N_in[3], N_in[2], N_in[1], N_in[0]);	and(c[1], N_in[3], in[2], N_in[1], in[0]);
	and(c[2], N_in[3], in[2], in[1], in[0]);	and(c[3], in[3], N_in[2], N_in[1], N_in[0]);
	and(c[4], in[3], N_in[2], N_in[1], in[0]);	or(out[2], c[0], c[1], c[2], c[3], c[4]);
	wire[2:0] d;
	and(d[0], N_in[3], N_in[2], N_in[1], N_in[0]);	and(d[1], N_in[3], N_in[2], in[1], in[0]);
	and(d[2], N_in[3], in[2], N_in[1], in[0]);	or(out[3], d[0], d[1], d[2]);
	wire[4:0] e;
	and(e[0], N_in[3], N_in[2], N_in[1], N_in[0]);	and(e[1], N_in[3], in[2], N_in[1], in[0]);
	and(e[2], N_in[3], in[2], in[1], N_in[0]);	and(e[3], in[3], N_in[2], N_in[1], N_in[0]);
	and(e[4], in[3], N_in[2], N_in[1], in[0]);	or(out[4], e[0], e[1], e[2], e[3], e[4]);
	wire[4:0] f;
	and(f[0], N_in[3], N_in[2], N_in[1], N_in[0]);	and(f[1], N_in[3], in[2], N_in[1], N_in[0]);
	and(f[2], N_in[3], in[2], in[1], in[0]);	and(f[3], in[3], N_in[2], N_in[1], N_in[0]);
	and(f[4], in[3], N_in[2], N_in[1], in[0]);	or(out[5], f[0], f[1], f[2], f[3], f[4]);
	wire[2:0] g;
	or(g[0], in[3], in[2], in[1], in[0]);	or(g[1], in[3], in[2], in[1], N_in[0]);
	or(g[2], N_in[3], in[2], in[1], in[0]);	and(out[6], g[0], g[1], g[2]);
endmodule
==> notes.md <==
Notes on the physical design

In this run the full chip footprint comes out at ~6400 µm². The total I/O pin count is 11. Synthesis produced a netlist whose cell count is 18. The OpenROAD report gives the critical path a required time of 1.20 ns. The analysis attributes to cell leakage a power of between 0.15 and 0.2 nW. The starting density of the core is 4.73%. The total area inside the core boundary comes to 3420 µm². In this run the horizontal extent of the chip is 80 µm. The final hold violation count is 0. The worst voltage drop across the vdd grid is 0.0668 mV. The Yosys step of the flow raised 0 warnings. Entering global routing, the biggest net connects 9 pins. The worst setup slack before clock tree synthesis is -0.656 ns.

The detail route stage leaves a number of antenna-violating nets equal to 0. For this run, the detailed router reports a per-instance via density of 2.42. The maximum clock frequency is between 600 and 700 MHz. In the finished layout, the clock tree contains a buffer count of 0. The register area share after synthesis is 0%. The wire length of the first global-routing pass is around 930 µm.

The count of tool warnings is 32. Hold analysis shows the worst path with a depth of 4. The number of buffers inserted by port buffering is 11. The synthesized netlist has a Yosys-reported chip area of 161 µm². The worst-margin pin slew is about 0.16 ns. Of all cell types, the one taking the most synthesized area is buf_6. According to the hold report, the worst path is of the input port to output port type. The summed instance area of the synthesized netlist is 161 µm². The category of the worst setup path launch point is an input port. The routability congestion estimate is 0.689.

The least setup slack across all paths after layout is 0.0398 ns. The time the final worst path needs with I/O delays and setup is 1.46 ns. The post-synthesis cell type count is 16.

The final max-slew violation count recorded for this run is 0. The wire length after detailed routing is 643 µm. The design area is 365 µm².

The flow ran to the end, and the final reports show no timing, DRC or antenna violations. Data on the critical path arrives at its endpoint at roughly 1.2 ns. The placement row count is 21.

Setup repair after global routing left no endpoint under its margin. The post-layout total power is 84.3 µW. In the final layout, the share of cells above drive strength 1 is 62.9%. The synthesis report lists the most area-consuming cells as buf_6 (14%), nand4bb_1 (14%), mux2_4 (9.3%), a211oi_2 (7.8%), o211ai_2 (7.8%).

The leftover overflow at the end of global routing is 0. The signal on the critical path passes through clkdlybuf4s15_2, buf_4, nand4bb_1, o211ai_2, clkdlybuf4s15_1. The number of violations reported at the end of detailed-routing iteration 0 is 0. The mean routed wirelength per cell is 7.94 µm. The timing report gives the biggest stage delay along the critical path as 0.24 ns. Cells fill 10.7% of the core in the end. The sequential cell count of the final layout is 0.

The antenna diode instance count is 0. In the log, the iteration count for the first detailed-route pass is 1. The layout-stage area growth over the synthesis result is 126%. The placed standard-cell area is 359 µm². The kind of end point of the critical path is an output port. The via count of the first global-routing pass is approximately 190. The average instance area after synthesis is 8.97 µm².

The script parses the final routing iteration and logs DRC violations as 0. In the finished design, the share of the clock period the worst path needs comes to just under 100%. STA lists the maximum fanout along the critical path as 7. After clock tree synthesis, the flow added hold-fix buffers numbering 0. Registers take 0 µm².

The initial antenna violation count is 0. For this block, the via count after detailed routing is 196. The relative slew slack is ~90%. The final report lists the setup-violating endpoint count as 0. The number of max-cap violations is 0. The count of instantiated cells in the yosys netlist is 18. Global routing used 1.80% of the available tracks across all layers. The kind of critical path is input port to output port. The report lists the power per cell area as 231 nW/µm². The die height is 80 µm.

The share of Yosys cell area claimed by the top area cell type is 14.0%. Per the STA report, the cell with the highest stage delay on the worst path is clkdlybuf4s15_2. The estimated wirelength of the detail-placed design is between 500 and 600 µm.
==> final cells by class <==
cell class,count,area [µm²]
tap,46,57.6
timing repair buffer,19,153
fill,415,3050
multi-input combinational,16,155
==> layer usage <==
metal	part of all wire, %	up-vias	GRT usage (%)
li1	-	103	-
met1	45	88	2.24
met2	50	5	3.37
met3	4.7	0	0.227
met4	0	0	0
met5	0	-	0
==> cell families (layout without fill, tap and decap cells) <==
| kind of cell | Yosys count | after routing | synth area share, % |
|---|---|---|---|
| AOI/OAI and AO/OA | 6 | 6 | 32.6 |
| muxes | 2 | 2 | 15.5 |
| buffers and inverters | 2 | 19 | 14.0 |
| and+or+nand+nor | 7 | 7 | 32.6 |
| xor gates and xnor gates | 1 | 1 | 5.43 |
==> metrics by stage <==
step / hold slack [ns] / instances / setup TNS (ns)
final: 0.983 / 81 / 0
after floorplan: 0.625 / 18 / 0
after CTS: 1.06 / 80 / 0
after detailed placement: 1.73 / 80 / -4.08
after global routing: 1.03 / 81 / 0
after global placement: 1.73 / 80 / -3.95
==> worst paths after layout <==
path                  to  start
hold / removal    out[0]  in[3]
setup / recovery  out[4]  in[0]
==> power breakdown <==
group | internal [mW] | total, mW | leakage, nW | switching (mW)
registers | 0 | 0 | 0 | 0
clock network | 0 | 0 | 0 | 0
logic | 0.0533 | 0.0843 | 0.159 | 0.0310
total | 0.0533 | 0.0843 | 0.159 | 0.0310
==> layout by cell type, fill, tap and decap left out <==
master / n
nand4bb_1: 2
nor2_2: 1
mux2i_1: 1
a21oi_2: 1
nor2b_4: 1
buf_4: 7
clkbuf_4: 1
dlymetal6s2s_1: 1
o211ai_2: 1
mux2_4: 1
a21o_1: 1
a211oi_2: 1
nand2b_1: 1
dlygate4sd2_1: 2
buf_2: 3
nand3b_1: 1
xnor2_1: 1
or2_4: 1
buf_6: 1
o21ba_2: 1
clkdlybuf4s15_2: 1
clkdlybuf4s15_1: 2
o21ai_1: 1
clkbuf_2: 1
==> worst max-delay path: cells and delay by family <==
family / cells / cell delay (ns)
AND/OR/NAND/NOR: 1 / 0.18
buffers and inverters: 3 / 0.60
AND-OR/OR-AND: 1 / 0.09
==> Yosys cell counts <==
master / number
nor2b_1: 1
buf_6: 2
xnor2_1: 1
o21ai_1: 1
o21ba_2: 1
or2_1: 1
a21oi_1: 1
nand3b_1: 1
nand4bb_1: 2
nor2_1: 1
a21o_1: 1
nand2b_1: 1
o211ai_2: 1
mux2i_1: 1
mux2_4: 1
a211oi_2: 1
==> what timing repair did <==
| item | in CTS | in global routing |
|---|---|---|
| setup endpoints to repair | 7 | 6 |
| gates resized | 26 | 9 |
| setup buffers | 0 | 1 |
| pin swaps | 1 | 2 |
Power figures rest on the tool's default switching activity, not on a simulated workload.
