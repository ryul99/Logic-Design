### flow/run.sh
#!/bin/bash
# OpenROAD 26Q1-2900-gdf79404cd8, Yosys 0.63+post, stock flow scripts
make -C /OpenROAD-flow-scripts/flow DESIGN_CONFIG=/design/flow/config.mk WORK_HOME=/design/flow/orfs finish
### flow/config.mk
export PLATFORM = sky130hd
export DESIGN_NAME = merge
export DESIGN_NICKNAME = merge
export VERILOG_FILES = /design/flow/design.v
export SDC_FILE = /design/flow/constraint.sdc
export NUM_CORES = 4
export LEC_CHECK = 1
export CORE_UTILIZATION = 30
### flow/constraint.sdc
current_design merge

set clk_period 7.5
set clk_io_pct 0.2

create_clock -name clk0 -period $clk_period [get_ports {clk}]

set non_clock_inputs [all_inputs -no_clocks]
set_input_delay [expr $clk_period * $clk_io_pct] -clock clk0 $non_clock_inputs
set_output_delay [expr $clk_period * $clk_io_pct] -clock clk0 [all_outputs]
### flow/design.v
`timescale 1ns / 1ps
module bcd_decode(
    input [3:0] bcd,
    output reg [6:0] seg
    );
	always @(bcd) begin
		case (bcd)
			4'd0: seg <= 7'b0111111;
			4'd1: seg <= 7'b0000110;
			4'd2: seg <= 7'b1011011;
			4'd3: seg <= 7'b1001111;
			4'd4: seg <= 7'b1100110;
			4'd5: seg <= 7'b1101101;
			4'd6: seg <= 7'b1111101;
			4'd7: seg <= 7'b0000111;
			4'd8: seg <= 7'b1111111;
			4'd9: seg <= 7'b1101111;
		endcase
	end
endmodule
`timescale 1ns / 1ps
module clkdiv(
    input clkin,
    input clr,
    output reg clkout
    );
	 reg [31:0] cnt;
	 always @(posedge clkin) begin
		if(clr) begin
			cnt <= 32'd0;
			clkout <= 1'b0;
		end
		else if(cnt == 32'd25000000) begin
			cnt <= 32'd0;
			clkout <= ~clkout;
		end
		else begin
			cnt <= cnt + 1;
		end
	end
endmodule
`timescale 1ns / 1ps
module counter_100(
    input clk,
    input clr,
    input stop,
	 input toggle,
	 output reg [3:0] high_num,
    output reg[3:0] low_num
    );
	always @(posedge clk) begin
		if(clr) begin
			high_num <= 4'd0;
			low_num <= 4'd0;
		end
		else if(stop) begin
		end
		else if(!toggle) begin
			if(low_num == 4'd9) begin
				case (high_num)
				4'd0: high_num <= 4'd1;4'd1: high_num <= 4'd2;4'd2: high_num <= 4'd3;4'd3: high_num <= 4'd4;
				4'd4: high_num <= 4'd5;4'd5: high_num <= 4'd6;4'd6: high_num <= 4'd7;4'd7: high_num <= 4'd8;
				4'd8: high_num <= 4'd9;4'd9: high_num <= 4'd0;
				endcase
			end
				case (low_num)
				4'd0: low_num <= 4'd1;4'd1: low_num <= 4'd2;4'd2: low_num <= 4'd3;4'd3: low_num <= 4'd4;
				4'd4: low_num <= 4'd5;4'd5: low_num <= 4'd6;4'd6: low_num <= 4'd7;4'd7: low_num <= 4'd8;
				4'd8: low_num <= 4'd9;4'd9: low_num <= 4'd0;
				endcase
		end
		else begin
			if(low_num == 4'd0) begin
				case (high_num)
				4'd0: high_num <= 4'd9;4'd1: high_num <= 4'd0;4'd2: high_num <= 4'd1;4'd3: high_num <= 4'd2;
				4'd4: high_num <= 4'd3;4'd5: high_num <= 4'd4;4'd6: high_num <= 4'd5;4'd7: high_num <= 4'd6;
				4'd8: high_num <= 4'd7;4'd9: high_num <= 4'd8;
				endcase
			end
				case (low_num)
				4'd0: low_num <= 4'd9;4'd1: low_num <= 4'd0;4'd2: low_num <= 4'd1;4'd3: low_num <= 4'd2;
				4'd4: low_num <= 4'd3;4'd5: low_num <= 4'd4;4'd6: low_num <= 4'd5;4'd7: low_num <= 4'd6;
				4'd8: low_num <= 4'd7;4'd9: low_num <= 4'd8;
				endcase
		end
	end
endmodule
`timescale 1ns / 1ps
module merge(
    input clk,
    input clr,
	 input toggle,
    input stop,
    output [6:0] high,
    output [6:0] low
    );
	wire cl;
	wire[3:0] high1;
	wire[3:0] low1;
	clkdiv c(.clkin(clk), .clr(0), .clkout(cl));
	counter_100 ct(.clk(cl), .clr(clr), .toggle(toggle), .stop(stop), .high_num(high1), .low_num(low1));
	bcd_decode d1(.bcd(low1), .seg(low));
	bcd_decode d2(.bcd(high1), .seg(high));
endmodule
==> deck_impl_summary.md <==
Implementation Results

Worst hold path
  – Hold Path Depth: 1
  – Hold_sp: c.cnt[31]
  – Worst Hold Class: register to register
  – WHS Endpoint: c.cnt[31]

Floorplan
  – Initial Util: roughly a third
  – Core ar.: slightly below 9000 sq um
  – Vert. Die Dim: just under 100 microns
  – Chip area: approximately 10000 sq um
  – I/O pin total: 18
  – Rows: 34
  – Die x size: 98.6 microns

Logic synthesis
  – Post-synth EDFFs: 1
  – Yosys Chip Area: between 2000 and 3000 sq um
  – Max-area cell share: between 30% and 40%
  – Yosys cell count: a little over 300
  – Leading area contributor after synthesis: dfxtp_1
  – Syn Inst Count: between 300 and 400
  – Avg Inst Size Synth: about 9.0 sq um
  – Yosys warning tally: 4
  – Synth top cell by count: dfxtp_1
  – Synth area leaders: dfxtp_1 37%, dlxtn_1 7.5%, xnor2_1 4.7%
  – Distinct lib cells: ~50
  – Top cells by instance count after synthesis: 52 x dfxtp_1, 34 x nor2_1, 18 x inv_1
  – Async S/R FF share, synth: 0%
  – Synth Cell Area: approximately 2800 sq um
  – Commonest flop: dfxtp_1
  – Post-synth regs: approximately 67

Outcome
  – Status: finished clean

Worst setup path
  – Worst setup path startpoint: c.cnt[0]
  – Critical register-to-register path startpoint: c.cnt[0]
  – Worst R2R End: c.cnt[20]
  – Crit start category: register
  – Crit-path max FO: 9
  – Worst R2R Setup Slack: 5550 ps
  – FF-to-FF path depth: 5
  – WP data required: about 7700 ps
  – WS Path Type: register to register
  – Critical Path AT: ~2200 ps
  – CP endpoint kind: register

Routing
  – DRT iter0 DRCs: between 80 and 90
  – Ant. Diodes: 0
  – Routed wire length: around 5000 microns
  – Drt wl/cell: roughly 11 microns
  – DRC: 0
  – Via density: roughly 5.0
  – Pre-Repair DR Iteration Count: 4
  – Number of nets with antenna violations after routing: 0
  – Via count: 2154

Global routing
  – Total global routing overflow: 0
  – Largest net degree at the start of global routing: 24
  – Vias in the first global route: approximately 1900
  – Overall routing resource usage: a little over a tenth
  – First-pass GRT wire length: ~8700 microns
  – Initial antenna violation count: 0

Final layout
  – # fillers: approximately 900
  – Filler-free cell count of the finished design: 435
  – Area grow syn2layout: 12.6%
  – Share of layout cells above drive strength 1: 6.73%
  – Comb. cell area: between 1000 and 1500 sq um
  – Fin area: between 3000 and 4000 sq um
  – Layout Utilization: 35.4%
  – Area occupied by registers: 1280 sq um

Pwr
  – Pwr dens: between 90 and 100 nW/um^2
  – Maximum vdd drop: a little over 0.1 mV
  – Pleak: approximately 1.1 nW

Clock network
  – Post-CTS Setup Bufs: 0
  – Post_cts resized: 0
  – Cts hold-fix bufs: 0
  – CTS tree: built
  – Late-Pin Clk Latency: ~280 ps
  – Worst-path clk slew: roughly 60 ps
  – CTS Buf Count: 5
  – Max Root-Sink Buffers: 2
  – Htree depth: 2
  – CTS Root Cell: clkbuf_8

Placed design
  – Dpl cell area: roughly 3100 sq um
  – Port bufs: 17
  – Placed Cells: 427
  – Final HPWL DP: 3580 microns
  – GP Congestion: between 0.8 and 0.9

Timing
  – Final slew viol count: 0
  – Endpoints failing hold: 0
  – Count of final setup violators: 0
  – Setup Total Neg Slack: 0 ps
  – Least-Margin Pin Slew: around 720 ps
  – Post-layout minimum cycle time: between 1500 and 2000 ps
  – Cycle use final: 26.1%
  – Clock Skews: 3.26 ps
  – Fmax: between 500 and 600 MHz
  – RSZ-0062 raised after global routing: no
  – Register pins left without a clock: 34
  – Max_slew headroom: between 50% and 60%
  – Number of unconstrained endpoints: ~48

Flow run
  – Max-Cap Viols: 0
  – OpenROAD warnings: 26
[report_power, final]
group	switching (mW)	internal, mW
logic	0.00620	0.00389
clock network	0.0587	0.0658
registers	0	0.176
[critical path, stage by stage (launching register included)]
cell	delay (ps)
dfxtp_1	390
ha_1	220
nand3_2	170
or3_1	530
or4_4	460
a21oi_2	130
[final cells by class]
cell class                 instances  share of cell area, %
multi-input combinational        215                   44.5
clock buffer                       8                   2.54
inverter                          18                   2.14
timing repair buffer              19                   5.88
sequential                        67                   40.7
tap                              108                   4.29
[metrics by stage]
stage                     hold WS, ps  worst slack (ps)  power, mW
after detailed placement          453              5570      0.190
after floorplan                   433              5690      0.187
final                             460              5550      0.311
after CTS                         461              5550      0.314
after global routing              509              5410      0.323
after global placement            443              5610      0.190
[cell families after synthesis]
kind of cell / count (synthesis) / share of synthesized area [%]
xor+xnor: 23 / 7.20
mux: 8 / 2.86
compound gates: 56 / 12.7
fa+ha+maj: 2 / 0.894
simple gates: 126 / 26.5
buf+inv: 28 / 4.16
latches: 14 / 7.51
flops: 53 / 38.3
[per-layer routing]
metal | vias to the layer above | share of wire (%) | track usage [%]
li1 | 1147 | - | -
met2 | 42 | 40 | 16.1
met4 | 0 | 0.86 | 1.03
met1 | 960 | 55 | 16.9
met5 | - | 0 | 0
met3 | 5 | 3.6 | 1.52
[cells in the final DEF, fill, tap and decap left out, types with 3 or more instances in the layout]
master / Yosys / routed
dfxtp_1: 52 / 52
nor2_1: 34 / 34
inv_1: 18 / 18
clkdlybuf4s50_1: 0 / 17
o21ai_0: 16 / 16
nor3_1: 15 / 15
xnor2_1: 15 / 15
dlxtn_1: 14 / 14
nand2_1: 13 / 13
a21oi_1: 13 / 13
nand3_1: 12 / 12
a22oi_1: 9 / 9
mux2i_1: 8 / 8
xor2_1: 8 / 8
nor4_1: 7 / 7
or3_1: 7 / 7
nand4_1: 7 / 7
and4_1: 5 / 5
clkbuf_8: 0 / 5
or4_1: 3 / 3
nor2b_1: 3 / 3
nor4_2: 3 / 3
clkbuf_1: 5 / 3
[sequential cells by signal, indices dropped and copies added (netlist names)]
name         flops
ct.high_num     10
c.clkout         1
d1.seg           7
c.cnt           32
d2.seg           7
ct.low_num      10
[worst max-delay path by stage]
stage          endpoint
global route   c.clkout
finish        c.cnt[20]
CTS           c.cnt[20]
Power is estimated from default activity; no workload was simulated.
