===== flow/design.v =====
`timescale 1ns / 1ps
module DataMemory(
    input [7:0] address,
    input [7:0] writeData,
	 input reset,
	 input write,
    output [7:0] readData
    );
	 reg[7:0] memory [31:0];
	 reg data;
	 integer i;
	 always @(posedge write or posedge reset) begin
		if(reset) begin
			for(i = 0; i < 32; i= i+1) begin
				memory[i] = i%16;		
				if(i > 16 && i < 32) begin
					memory[i] = memory[i] * -1;
				end
			end
		end
		else if(write)begin
		   memory[address] = writeData;
		end
	 end
	 assign readData = memory[address];
endmodule
`timescale 1ns / 1ps
module Main(
   input [7:0] instruction,
	input clk,
	input reset,
	output[7:0] pcc,
	output[6:0] out1,
	output[6:0] out2,
	output[6:0] out3,
	output[6:0] out4,
	output[6:0] out5,
	output led
   );
	reg[7:0]regi [3:0]; 
	reg[7:0] pc;  
	assign pcc = pc;	
	wire[1:0] command; 
	wire[1:0] rs;
	wire[1:0] rt;
	wire[1:0] rd;
	wire[7:0] temprd;
	assign command = instruction[7:6];  
	assign rs = instruction[5:4];
	assign rt = instruction[3:2];
	assign rd = instruction[1:0];
	assign temprd = (instruction[1] == 0) ? instruction[1:0] : (instruction[1:0] - 4);
	wire[7:0] mem; 
	wire[7:0] a;  
	wire[7:0] b;  
	wire[7:0] addv;
	wire check;
	assign a = regi[rs] + temprd;
	assign b = regi[rt];
	wire[6:0] m1out;
	wire[6:0] m2out;
	wire[6:0] m4out;
	wire[6:0] m5out;
	reg [7:0] regstor;
	reg [6:0] outreg1;
	reg [6:0] outreg2;
	reg [6:0] outreg3;
	reg [6:0] outreg4;
	reg [6:0] outreg5;
	assign out1 = (reset == 1) ? outreg1 : m1out;
	assign out2 = (reset == 1) ? outreg2 : m2out;
	assign out3 = (reset == 1) ? outreg3 : 7'b0000000;
	assign out4 = (reset == 1) ? outreg4 : m4out;
	assign out5 = (reset == 1) ? outreg5 : m5out;
	assign regst = regstor;
	wire[3:0] m1;
	wire[3:0] m2;
	wire[3:0] m4;
	wire[3:0] m5;
	wire[7:0] printpc;
	assign printpc = pc;
	assign m1 = regstor[7:4];
	assign m2 = regstor[3:0];
	assign m4 = printpc[7:4];
	assign m5 = printpc[3:0];
	assign check = (command == 1) ? 0 : 
						(command == 2) ? 1 : 0;
	DataMemory d(.reset(reset), .address(a), .writeData(b), .write(check), .readData(mem));
	clkdiv c(.clkin(clk), .clr(reset), .clkout(clkout));
	bcd_decode d5(.bcd(m5), .seg(m5out));
	bcd_decode d4(.bcd(m4), .seg(m4out));
	bcd_decode d2(.bcd(m2), .seg(m2out));
	bcd_decode d1(.bcd(m1), .seg(m1out));
	assign led = clkout;
	always@(posedge clkout or posedge reset) begin
		if(reset) begin
			pc <= 0;
			regi[0] <= 0;
			regi[1] <= 0;
			regi[2] <= 0;
			regi[3] <= 0;
			regstor <= 0;
			outreg1 <= 7'b1010000;
			outreg2 <= 7'b0011100;
			outreg3 <= 7'b1111100;
			outreg4 <= 7'b0010000;
			outreg5 <= 7'b1101101;
		end
		else begin
			if(command == 0) begin
				regi[rd] <= regi[rs] + regi[rt];
				regstor <= regi[rs] + regi[rt];
			end
			if(command == 1) begin
				regi[rt] <= mem[7:0];
				regstor <= mem[7:0];
			end
			if(command != 3) begin
				pc <= pc + 1;
			end
			else begin
				pc <= pc + 1 + temprd;
			end
		end
	end
endmodule
`timescale 1ns / 1ps
module bcd_decode(
    input [3:0] bcd,
    output reg [6:0] seg
    );
	always @(bcd) begin
		case (bcd)
			4'd0: seg <= 7'b0111111;
			4'd1: seg <= 7'b0000110;
			4'd2: seg <= 7'b1011011;
			4'd3: seg <= 7'b1001111;
			4'd4: seg <= 7'b1100110;
			4'd5: seg <= 7'b1101101;
			4'd6: seg <= 7'b1111101;
			4'd7: seg <= 7'b0000111;
			4'd8: seg <= 7'b1111111;
			4'd9: seg <= 7'b1101111;
		endcase
	end
endmodule
`timescale 1ns / 1ps
module clkdiv(
    input clkin,
    input clr,
    output reg clkout
    );
	 reg [31:0] cnt;
	 always @(posedge clkin) begin
		if(clr) begin
			cnt <= 32'd0;
			clkout <= 1'b0;
		end
		else if(cnt == 32'd25000000) begin
			cnt <= 32'd0;
			clkout <= ~clkout;
		end
		else begin
			cnt <= cnt + 1;
		end
	end
endmodule

===== flow/run.sh =====
#!/bin/bash
# OpenROAD 26Q1-2900-gdf79404cd8, Yosys 0.63+post, stock flow scripts
make -C /OpenROAD-flow-scripts/flow DESIGN_CONFIG=/design/flow/config.mk WORK_HOME=/design/flow/orfs finish

===== flow/config.mk =====
export PLATFORM = sky130hd
export DESIGN_NAME = Main
export DESIGN_NICKNAME = Main
export VERILOG_FILES = /design/flow/design.v
export SDC_FILE = /design/flow/constraint.sdc
export NUM_CORES = 4
export LEC_CHECK = 1
export CORE_UTILIZATION = 30

===== flow/constraint.sdc =====
current_design Main

set clk_period 6.5
set clk_io_pct 0.2

create_clock -name clk0 -period $clk_period [get_ports {clk}]

set non_clock_inputs [all_inputs -no_clocks]
set_input_delay [expr $clk_period * $clk_io_pct] -clock clk0 $non_clock_inputs
set_output_delay [expr $clk_period * $clk_io_pct] -clock clk0 [all_outputs]

==> impl_metrics.toml <==
# flow metrics
[routing]
vias = 13200
routed_wl_mm = 51.0
drt_pass1_iterations = 6
diodes = 0
wl_per_cell_microns = 21.1
via_per_inst = 5.46
postRouteAntennaNets = 0
drt-initial-drc-count = 967
drc = 0

[pwr]
power_density_mw_per_mm2 = 92.4
power.switching_uw = 863
leakagePower_uw = 0.00777
internal_power_uw = 993
ir_drop_uv = 84.7
swShare = 0.465
sequentialPowerShare = 0.203
pwr-share-comb = 0.651
pwr-share-clk = 0.146

[placed_design]
dp_hpwl_mm = 33.4
gp_congestion = 0.901
numPortBuffers = 51
post-place-ws_ns = 2.48

[logic_synthesis]
yosys.area.top_type = "dfrtp_1"
ys_warn_count = 8
yosysTopAreaCellShare = 0.243
synth_cell_types = 85
numSynthFlops = 365
top_cells_by_area = "dfrtp_1, dfstp_2, mux2_2"
ff_type = "dfrtp_1"
ys_cells = 1652
yosysChipArea_sq_mm = 0.0186
async_flop_share = 0.833
postSynthAreaPerCell_sq_um = 11.2
syn_inst = 1652
synth-edff-count = 0
netlist_area_sq_mm = 0.0186

[worst_setup_path]
reg2reg_depth = 9
crit_path_max_fanout = 36
r2r-end = "c.cnt[22]"
reg2reg_from = "c.cnt[0]"
ff2ff_setup_slack_ns = 4.02
cp-end-kind = "primary output"
critPathKind = "in2out"
crit_arrival_ns = 2.70
required_ns = 5.20
critPathLaunchType = "input pin"

[sta]
fin_skew_ns = 0.00175
final_hold_viol_count = 0
slew_viol_final = 0
unclocked_pins = 332
rsz0062_at_grt = "no"
unconstrained_endpoints = 340
fin_tns_setup_ns = 0
tightestPinTransition_ns = 0.952
setup_violations = 0
period_needed_ns = 4.00
max_freq_mhz = 250
slew-limit-headroom = 0.360
timing.final.ws_setup_ns = 2.50
final.period_utilization = 0.616

[job]
max-cap-violations = 0
tool_warnings = 32

[clocking]
cts_root_buf = "clkbuf_16"
clk_latency_ns = 0.27
cts_tree = "built"
path_clk_slew_ns = 0.05
post-cts-setup-buffers = 0
postCtsResizedCells = 0
h-tree-depth = 2
clockBufferDepth = 2
cts_buffers = 5
cts-hold-fix-buffers = 0

[global_route]
gr-total-overflow = 0
grt_pass1_wl_mm = 79.5
antenna_found_initial = 0
grt_pass1_vias = 12700
grt_use_total = 0.169
grt_max_degree = 127

[outcome]
status = "complete, no violations"

[floorplanning]
core_sq_mm = 0.0608
rows = 90
fp.dieW_microns = 251
dieArea_sq_mm = 0.0629
die_y_microns = 251
fp_util = 0.305
io_pins = 54

[cells_and_area]
area_growth_pct = 8.13
drive_gt1_frac = 0.330

[hold_path]
hold_depth = 1
hold_path.class = "reg2reg"
min_from = "c.cnt[0]"
min_to = "c.cnt[0]"
## placed cells by master (no fill, tap or decap), types with 9 or more instances in the layout
cell	netlist	layout
a211oi_1	16	16
a21o_1	13	13
a21oi_1	62	62
a21oi_2	31	31
a221oi_1	10	10
a222oi_1	18	18
a22o_1	11	11
a22oi_1	29	29
and3_1	19	19
buf_4	10	40
clkdlybuf4s50_1	0	51
dfrtp_1	180	180
dfstp_2	124	124
dfxtp_1	33	33
dlxtn_1	28	28
ha_1	25	25
inv_1	24	23
mux2_2	278	278
mux2i_1	18	18
mux4_2	18	18
nand2_1	107	107
nand2b_1	19	19
nand3_1	50	50
nand4_1	18	18
nor2_1	86	84
nor2b_1	30	30
nor3_1	18	17
o211ai_1	9	9
o21ai_0	51	51
or2_2	15	15
or3_1	9	9
xnor2_1	23	22
xor2_1	32	31
## registers in the layout, indices dropped and copies added, names as in the netlist
signal,cells
d.memory,256
c.cnt,32
regi,32
pc,8
regstor,8
d1.seg,7
d2.seg,7
d4.seg,7
d5.seg,7
c.clkout,1
## through the flow
stage | area (sq um) | utilization | total power (uW) | instances | hold slack [ns]
after CTS | 20100 | 0.330 | 1850 | 2416 | 0.482
after floorplan | 18600 | - | 1200 | 1653 | 0.438
after detailed placement | 19900 | 0.327 | 1580 | 2408 | 0.470
final | 20100 | 0.330 | 1860 | 2416 | 0.484
after global placement | 19900 | 0.327 | 1570 | 2408 | 0.449
after global routing | 20100 | 0.330 | 1950 | 2416 | 0.532
## kinds of logic (layout without fill, tap and decap cells)
kind of cell,Yosys count,in the layout,synth area share
AND-OR/OR-AND,330,330,0.129
XOR/XNOR,58,58,0.0293
adder cells (fa/ha/maj),28,28,0.0201
buffers and inverters,143,124,0.0333
flip-flops,337,337,0.454
latches,28,28,0.0226
multiplexers,315,315,0.201
other,1,2,0.000202
AND/OR/NAND/NOR,412,412,0.111
## power groups by stage
stage | Clock (uW) | Sequential (uW) | Combinational (uW)
CTS | 276 | 377 | 1200
global route | 285 | 383 | 1290
finish | 271 | 377 | 1210
## layout make-up
| class | count | area (sq um) |
|---|---|---|
| Sequential cell | 365 | 8840 |
| Clock inverter | 1 | 30.0 |
| Multi-Input combinational cell | 1145 | 9160 |
| Clock buffer | 7 | 143 |
| Tap cell | 782 | 978 |
| Fill cell | 5922 | 40700 |
| Inverter | 24 | 97.6 |
| Timing Repair Buffer | 92 | 831 |
## synth_stat cells (18+ instances only)
master	count
mux2_2	278
dfrtp_1	180
dfstp_2	124
nand2_1	107
nor2_1	86
clkbuf_1	79
a21oi_1	62
o21ai_0	51
nand3_1	50
dfxtp_1	33
xor2_1	32
a21oi_2	31
nor2b_1	30
a22oi_1	29
dlxtn_1	28
ha_1	25
inv_1	24
xnor2_1	23
buf_2	22
and3_1	19
nand2b_1	19
a222oi_1	18
mux2i_1	18
mux4_2	18
nand4_1	18
nor3_1	18
## critical path, cell delays in order
cell and delay, ns:
clkdlybuf4s50_1 0.45, buf_4 0.32, or2_2 0.18, clkdlybuf4s50_1 0.45
## layer usage
| metal | wire length [microns] | share of wire | GRT usage | vias to the layer above |
|---|---|---|---|---|
| met5 | 0 | 0 | 0 | - |
| met4 | 960 | 0.019 | 0.0272 | 0 |
| met3 | 4050 | 0.080 | 0.0465 | 62 |
| met2 | 23100 | 0.45 | 0.255 | 472 |
| met1 | 22900 | 0.45 | 0.252 | 6688 |
| li1 | - | - | - | 5969 |
## worst max-delay path by stage
stage	start	to	cells past startpoint
4_1_cts	reset	out5[2]	4
5_1_grt	reset	out2[2]	4
6_report	reset	out5[0]	4
Power figures rest on the tool's default switching activity, not on a simulated workload.
